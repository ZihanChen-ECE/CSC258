`run.sh`:
```
#!/bin/bash
# OpenROAD 26Q1-2900-gdf79404cd8, Yosys 0.63+post, stock flow scripts
make -C /OpenROAD-flow-scripts/flow DESIGN_CONFIG=/design/flow/config.mk WORK_HOME=/design/flow/orfs finish
```
`config.mk`:
```
export PLATFORM = sky130hd
export DESIGN_NAME = part3
export DESIGN_NICKNAME = part3
export VERILOG_FILES = /design/flow/design.v
export SDC_FILE = /design/flow/constraint.sdc
export NUM_CORES = 4
export LEC_CHECK = 1
export CORE_AREA = 10 10 70 70
export DIE_AREA = 0 0 80 80
```
`constraint.sdc`:
```
current_design part3

set clk_period 1.0
set clk_io_pct 0.2

create_clock -name clk0 -period $clk_period

set non_clock_inputs [all_inputs -no_clocks]
set_input_delay [expr $clk_period * $clk_io_pct] -clock clk0 $non_clock_inputs
set_output_delay [expr $clk_period * $clk_io_pct] -clock clk0 [all_outputs]
```
`design.v`:
```
module part3(SW,LEDR,HEX0);
	input [3:0] SW;
	output [9:0] LEDR;
	output [0:6] HEX0;
	assign LEDR[3:0] = SW;
	bcd7seg digit (SW[3:0], HEX0);
	assign LEDR[9:4] = 6'b0;
endmodule
module bcd7seg (B, H);
	input [3:0] B;
	output [0:6] H;
	wire [0:6] H;
	assign H[0] = (~B[3] & B[2] & ~B[1] & ~B[0]) | (~B[3] & ~B[2] & ~B[1] & B[0]);
	assign H[1] = (B[2] & ~B[1] & B[0]) | (B[2] & B[1] & ~B[0]);
	assign H[2] = (~B[2] & B[1] & ~B[0]);
	assign H[3] = (~B[3] & ~B[2] & ~B[1] & B[0]) | (~B[3] & B[2] & ~B[1] & ~B[0]) | 
		(~B[3] & B[2] & B[1] & B[0]);
	assign H[4] = (~B[1] & B[0]) | (~B[3] & B[0]) | (~B[3] & B[2] & ~B[1]);
	assign H[5] = (B[1] & B[0]) | (~B[2] & B[1]) | (~B[3] & ~B[2] & B[0]);
	assign H[6] = (B[2] & B[1] & B[0]) | (~B[3] & ~B[2] & ~B[1]);
endmodule
```
==> metrics.txt <==
# HELP chip_impl_metric Physical implementation figures
# TYPE chip_impl_metric gauge
chip_impl_info{name="status",value="finished with violations"} 1
chip_impl_info{name="failing_checks",value="negative setup slack"} 1
chip_impl_metric{name="gp_congestion",unit=""} 0.721
chip_impl_metric{name="vdd_ir_drop_max",unit="mV"} 0.0903
chip_impl_metric{name="die.size.x",unit="microns"} 80
chip_impl_info{name="cp-start-kind",value="primary input"} 1
chip_impl_metric{name="placedCellCount",unit=""} 87
chip_impl_metric{name="core_area",unit="sq mm"} 0.00342
chip_impl_metric{name="ys_area",unit="sq um"} 184
chip_impl_info{name="endpoint_kind",value="output port"} 1
chip_impl_metric{name="static-leakage-power",unit="nW"} 0.195
chip_impl_metric{name="grt_start_max_net_pins",unit=""} 8
chip_impl_metric{name="totalPowerFinal",unit="W"} 0.000150
chip_impl_metric{name="cp.required",unit="ns"} 0.80
chip_impl_metric{name="core_util_floorplan",unit="%"} 5.38
chip_impl_metric{name="fp-row-count",unit=""} 21
chip_impl_metric{name="syn_to_final_growth",unit="%"} 133
chip_impl_metric{name="finalWorstPathRequiredPeriod",unit="ns"} 1.02
chip_impl_metric{name="drc",unit=""} 0
chip_impl_metric{name="area.sequential",unit="sq um"} 0
chip_impl_metric{name="insertedDiodeCount",unit=""} 0
chip_impl_metric{name="report.final.hold_viol_count",unit=""} 0
chip_impl_metric{name="synth_warnings",unit=""} 0
chip_impl_metric{name="vias",unit=""} 206
chip_impl_metric{name="syn-mean-instance-area",unit="sq um"} 6.57
chip_impl_info{name="worstSetupPathType",value="in -> out"} 1
chip_impl_metric{name="drt-initial-drc-count",unit=""} 8
chip_impl_metric{name="final_layout_size_suffix_gt1_share",unit="%"} 48.8
chip_impl_metric{name="fin_ws",unit="ns"} -0.0196
chip_impl_metric{name="first_pass_iters",unit=""} 2
chip_impl_metric{name="final-setup-viol-count",unit=""} 1
chip_impl_metric{name="wl",unit="microns"} 715
chip_impl_metric{name="yosysTopAreaCellShare",unit="%"} 44.9
chip_impl_metric{name="numPortBuffers",unit=""} 15
chip_impl_metric{name="synthDistinctLibCells",unit=""} 15
chip_impl_info{name="netlist_top_cells_area",value="sky130_fd_sc_hd__buf_4 45%, sky130_fd_sc_hd__xnor2_1 9.5%, sky130_fd_sc_hd__nor3_2 5.4%, sky130_fd_sc_hd__o21ai_1 5.4%, sky130_fd_sc_hd__clkbuf_4 4.1%"} 1
chip_impl_metric{name="fp.dieArea",unit="sq mm"} 0.00640
chip_impl_metric{name="global_route.overflow_total",unit=""} 0
chip_impl_metric{name="vias_in_the_first_global_route",unit=""} 206
chip_impl_metric{name="fmax",unit="GHz"} 0.981
chip_impl_info{name="min-delay-path-class",value="in -> out"} 1
chip_impl_metric{name="floorplan.die.height",unit="microns"} 80
chip_impl_metric{name="boundaryPins",unit=""} 21
chip_impl_metric{name="synth_stat.cells",unit=""} 28
chip_impl_metric{name="syn_area",unit="sq um"} 184
chip_impl_metric{name="antenna_found_initial",unit=""} 0
chip_impl_metric{name="grt_first_pass_wirelength",unit="microns"} 1090
chip_impl_metric{name="layout.cells.non_filler",unit=""} 89
chip_impl_metric{name="gr-usage-all-layers",unit="%"} 2.06
chip_impl_metric{name="layout.sequential_cells",unit=""} 0
chip_impl_metric{name="power-per-cell-area",unit="mW/mm^2"} 350
chip_impl_metric{name="antenna_violation_net_count_after_detailed_routing",unit=""} 0
chip_impl_metric{name="synth_seq_share",unit="%"} 0
chip_impl_metric{name="clk_buf",unit=""} 0
chip_impl_metric{name="tns",unit="ns"} -0.0196
chip_impl_metric{name="avgViaCountPerCell",unit=""} 2.31
chip_impl_metric{name="place_hpwl",unit="microns"} 599
chip_impl_info{name="rsz0062_at_grt",value="true"} 1
chip_impl_metric{name="post_cts_hold_buffer_count",unit=""} 0
chip_impl_metric{name="finalMaxSlewViolations",unit=""} 0
chip_impl_metric{name="drv.max_cap_violation_count",unit=""} 0
chip_impl_metric{name="routed_wire_length_per_instance",unit="microns"} 8.03
chip_impl_metric{name="synthesis.instances",unit=""} 28
chip_impl_info{name="yosys.area.top_type",value="sky130_fd_sc_hd__buf_4"} 1
chip_impl_metric{name="worstPathArrival",unit="ns"} 0.82
chip_impl_metric{name="warning_count",unit=""} 34
chip_impl_metric{name="critPathMaxFanout",unit=""} 7
chip_impl_metric{name="finalClockPeriodUsage",unit="%"} 102
[logic make-up after synthesis]
family	synth area share [%]
xor+xnor	9.53
other cells	2.04
compound gates	19.0
simple gates	16.3
buf+inv	53.1
[worst max-delay path, stage by stage]
cell	delay [ns]
sky130_fd_sc_hd__buf_12	0.12
sky130_fd_sc_hd__xnor2_4	0.14
sky130_fd_sc_hd__nor3_4	0.12
sky130_fd_sc_hd__o21bai_1	0.13
sky130_fd_sc_hd__buf_2	0.12
[Yosys cell counts]
library cell               count
sky130_fd_sc_hd__o21ai_0       1
sky130_fd_sc_hd__a21oi_1       1
sky130_fd_sc_hd__nor3_2        1
sky130_fd_sc_hd__buf_4        11
sky130_fd_sc_hd__o21bai_1      1
sky130_fd_sc_hd__nor2_1        1
sky130_fd_sc_hd__clkbuf_4      1
sky130_fd_sc_hd__xnor2_1       2
sky130_fd_sc_hd__nand3_1       1
sky130_fd_sc_hd__conb_1        1
sky130_fd_sc_hd__o21ai_1       2
sky130_fd_sc_hd__inv_1         2
sky130_fd_sc_hd__nor3b_1       1
sky130_fd_sc_hd__nand2_1       1
sky130_fd_sc_hd__o31ai_1       1
[layout by cell type (no fill, tap or decap)]
| master | count |
|---|---|
| sky130_fd_sc_hd__a21oi_2 | 1 |
| sky130_fd_sc_hd__buf_12 | 2 |
| sky130_fd_sc_hd__buf_2 | 3 |
| sky130_fd_sc_hd__buf_4 | 4 |
| sky130_fd_sc_hd__buf_6 | 4 |
| sky130_fd_sc_hd__buf_8 | 2 |
| sky130_fd_sc_hd__conb_1 | 6 |
| sky130_fd_sc_hd__dlygate4sd2_1 | 7 |
| sky130_fd_sc_hd__inv_1 | 1 |
| sky130_fd_sc_hd__inv_2 | 1 |
| sky130_fd_sc_hd__nand2_1 | 1 |
| sky130_fd_sc_hd__nand3_1 | 1 |
| sky130_fd_sc_hd__nor2_1 | 1 |
| sky130_fd_sc_hd__nor3_4 | 1 |
| sky130_fd_sc_hd__nor3b_1 | 1 |
| sky130_fd_sc_hd__o21ai_1 | 1 |
| sky130_fd_sc_hd__o21ai_2 | 2 |
| sky130_fd_sc_hd__o21bai_1 | 1 |
| sky130_fd_sc_hd__o31ai_1 | 1 |
| sky130_fd_sc_hd__xnor2_1 | 1 |
| sky130_fd_sc_hd__xnor2_4 | 1 |
[stage by stage]
| stage | hold WS, ns | utilization, % | cell area, sq um | worst slack, ns |
|---|---|---|---|---|
| 2_1_floorplan | 0.416 | - | 203 | 0.130 |
| 3_3_place_gp | 1.42 | 10.5 | 358 | -0.896 |
| 3_5_place_dp | 1.40 | 10.5 | 358 | -0.921 |
| 4_1_cts | 0.735 | 11.7 | 400 | -0.0511 |
| 5_1_grt | 0.758 | 12.5 | 428 | -0.0786 |
| 6_report | 0.739 | 12.5 | 428 | -0.0196 |
[metal layers]
| metal | up-vias | global-route usage, % | part of all wire [%] |
|---|---|---|---|
| met5 | - | 0 | 0 |
| met4 | 0 | 0 | 0 |
| met3 | 0 | 1.02 | 16 |
| met2 | 13 | 3.77 | 43 |
| met1 | 86 | 2.18 | 41 |
| li1 | 107 | - | - |
[where the power goes]
| part | total, W | switching [W] | internal [W] |
|---|---|---|---|
| Sequential | 0 | 0 | 0 |
| Combinational | 0.000150 | 0.0000522 | 0.0000978 |
| Clock | 0 | 0 | 0 |
| Total | 0.000150 | 0.0000522 | 0.0000978 |
[final timing paths]
kind,from,to,cells after the start
setup / recovery,SW[2],HEX0[3],5
hold / removal,SW[2],HEX0[2],4
[area by class of cell]
| class | count | area, sq um |
|---|---|---|
| fillers | 407 | 2990 |
| well taps | 46 | 57.6 |
| multi-input cells | 19 | 141 |
| repair buffers | 22 | 221 |
| inverters | 2 | 7.51 |
[what timing repair did]
item / in CTS / in global routing
resized: 59 / 4
gates cloned: 0 / 0
pin swaps: 6 / 3
setup buffers: 2 / 0
endpoints found under the setup margin: 11 / 3
Power is estimated from default activity; no workload was simulated.
